==> run.sh <==
#!/bin/bash
# OpenROAD 26Q1-2900-gdf79404cd8, Yosys 0.63+post, stock flow scripts
make -C /OpenROAD-flow-scripts/flow DESIGN_CONFIG=/design/flow/config.mk WORK_HOME=/design/flow/orfs finish
==> config.mk <==
export PLATFORM = sky130hd
export DESIGN_NAME = EX_WB_Reg
export DESIGN_NICKNAME = EX_WB_Reg
export VERILOG_FILES = /design/flow/design.v
export SDC_FILE = /design/flow/constraint.sdc
export NUM_CORES = 4
export LEC_CHECK = 1
export CORE_AREA = 10 10 70 70
export DIE_AREA = 0 0 80 80
==> constraint.sdc <==
current_design EX_WB_Reg

set clk_period 1.0
set clk_io_pct 0.2

create_clock -name clk0 -period $clk_period [get_ports {Clk}]

set non_clock_inputs [all_inputs -no_clocks]
set_input_delay [expr $clk_period * $clk_io_pct] -clock clk0 $non_clock_inputs
set_output_delay [expr $clk_period * $clk_io_pct] -clock clk0 [all_outputs]
==> design.v <==
`timescale 1ns / 1ps
module EX_WB_Reg(
		input Clk,
		input Reset,
		input ID_EX_Reg_Write,
		input[2:0] ID_EX_RD,
		input[7:0] ALU_Result,
		output reg EX_WB_Reg_Write,
		output reg[2:0] EX_WB_RD,
		output reg[7:0] EX_WB_ALU_Result
    );
		always@(posedge Clk,negedge Reset)
		begin
			if(Reset == 0)
			begin
			EX_WB_Reg_Write <= 0;
			EX_WB_RD <= 0;
			EX_WB_ALU_Result <= 0;
			end
			else
			begin
			EX_WB_Reg_Write <= ID_EX_Reg_Write;
			EX_WB_RD <= ID_EX_RD;
			EX_WB_ALU_Result <= ALU_Result;
			end
end
endmodule
==> deck_impl_summary.md <==
Implementation Results

Clock tree
  – Root Buffer: clkbuf_4
  – Clk slew on worst S/H paths: 70 ps
  – Clock Sinks: 12
  – CTS tree: done
  – Clk buf depth: 2
  – H-tree level count: 1
  – Postcts setup bufs: 0
  – CTS Buf Count: 3

Logic synthesis
  – Top area cell types: dfrtp_1
  – Post-synthesis cell count: 12
  – EDFF count, synth: 0
  – # Cells Yosys: 12
  – Synthesized area: 300 um2
  – Area leader, netlist: dfrtp_1
  – Post-synth seq share: 100%
  – Synth warn: 1
  – Synth Flop Type: dfrtp_1
  – Top-count cell post-synth: dfrtp_1
  – Yosys chip area: 300 um2
  – Most frequent cells after synthesis: dfrtp_1
  – Avg Cell Area, Syn: 25.0 um2
  – Yosys top cell area share: 100%
  – Asr flop ratio synth: 100%
  – Yosys reg bits: 12
  – Unique cell types: 1

Setup path
  – Critical Path RT: 800 ps
  – WP data arrival: 740 ps
  – Worst Path Buf+Inv: 1
  – Crit end category: primary output
  – Crit Path Category: reg -> out
  – Crit start category: flop
  – Critical Path Max Stage Delay: 370 ps
  – Crit-path cells: buf_2
  – Slowest stage cell, crit path: dfrtp_1
  – CP top delay family: flip-flops
  – CP Max Fanout: 1

Floorplanning
  – Num ports: 26
  – Num rows: 21
  – Die Y-Extent: 80 um
  – DIE WIDTH: 80 um
  – Initial Utilization: 8.79%
  – DIE AREA: 6400 um2
  – Core Area: 3420 um2

Pwr
  – Pwr dens: 1600 nW/um2
  – Power Total: 0.967 mW
  – Leak Pwr: 0.269 nW
  – Maximum vdd drop: 0.000506 V

Timing
  – Final hold violations: 0
  – Fin crit share: 94.2%
  – Worst hold margin: 259 ps
  – Max Freq: 1060 MHz
  – Period minus WS final: 942 ps
  – Max-slew headroom: 92.3%
  – Setup violations, final: 0
  – Final Max-Slew Violation Tally: 0
  – RSZ-0062 raised after global routing: false
  – Setup TNS: 0 ps
  – Worst Tran Pin Value: 116 ps

GRT
  – First-pass GRT wire length: 1450 um
  – Overflow left after global routing: 0
  – Initial antenna violation count: 0
  – Vias in the first global route: 292
  – Largest net degree at the start of global routing: 13
  – Tot GR Track Use: 3.00%

Route
  – N_diodes: 0
  – DR DRC count: 0
  – Wire length per cell: 10.5 um
  – Via-to-Cell Ratio: 2.52
  – Initial DRC count: 3
  – Post-route ant nets: 0
  – TritonRoute pass-1 iters: 2
  – Total number of vias: 222
  – WL final: 922 um

Run
  – Log Warnings: 25
  – Max-cap violations: 0

Layout
  – Area growth syn-to-layout: 101%
  – Layout cells sized above 1: 40.5%
  – Multi-input logic area: 0 um2
  – Layout Utilization: 17.7%
  – Register area: 300 um2
  – Fill count: 384
  – Logic Gate Count: 0

Hold path
  – Min-Delay Path Class: in -> async

Place
  – Port Buffers: 25
  – GPL Wtd Cong: 0.786

Outcome
  – Status: complete, no violations
[power by group]
| group | total, mW | internal [mW] | leakage (nW) | switching [mW] |
|---|---|---|---|---|
| Sequential | 0.515 | 0.509 | 0.140 | 0.00567 |
| Clock | 0.364 | 0.221 | 0.0210 | 0.144 |
| Combinational | 0.0882 | 0.0671 | 0.108 | 0.0212 |
| Total | 0.967 | 0.797 | 0.269 | 0.170 |
[cell families (layout without fill, tap and decap cells)]
logic type / after synthesis / count (layout) / share of synthesized area, %
buf+inv: 0 / 30 / 0
flops: 12 / 12 / 100
[layout by cell type, fill, tap and decap left out]
cell type        count
clkdlybuf4s50_1     13
dfrtp_1             12
buf_2               11
clkbuf_4             3
clkbuf_8             1
clkbuf_2             1
buf_12               1
[timing repair]
action / 4_1_cts / 5_1_grt
gates resized: 35 / 1
endpoints found under the setup margin: 12 / 1
hold buffers: 0 / 0
[layout make-up]
class	count	area share (%)
repair buffers	26	34.8
well taps	46	9.52
clock buffers	4	6.00
flip-flops and latches	12	49.7
[layer usage]
layer / GRT usage (%) / up-vias / share of wire (%)
li1: - / 96 / -
met1: 3.08 / 105 / 42
met2: 4.57 / 21 / 42
met3: 2.95 / 0 / 16
met4: 0 / 0 / 0
met5: 0 / - / 0
[stage by stage]
stage,setup WS [ps],instances,area (um2)
2_1_floorplan,488,12,300
3_3_place_gp,12.4,84,628
3_5_place_dp,13.2,84,628
4_1_cts,2.34,88,609
5_1_grt,4.08,88,604
6_report,57.9,88,604
[path summary, 6_finish.rpt]
| kind | startpoint | to | depth (start not counted) |
|---|---|---|---|
| max | EX_WB_RD[1] | EX_WB_RD[1] | 1 |
| max in group asynchronous | Reset | EX_WB_ALU_Result[7] | 2 |
| min in group clk0 | ALU_Result[6] | EX_WB_ALU_Result[6] | 1 |
| min | Reset | EX_WB_ALU_Result[6] | 2 |
[flip-flops by register name (all words and copies together) (netlist names)]
signal,count
EX_WB_ALU_Result,8
EX_WB_Reg_Write,1
EX_WB_RD,3
Power and IR drop assume default switching activity.
