===== ./design.v =====
`timescale 1ns / 1ps
module ID_EX_Reg(
input Clk,
input Reset,
input Reg_Write,
input ALU_OP,
input[7:0] Data1,
input[7:0] Data2,
input[2:0] RD,
output reg ID_EX_Reg_Write,
output reg ID_EX_ALU_OP,
output reg[7:0] ID_EX_Data1,
output reg[7:0] ID_EX_Data2,
output reg[2:0] ID_EX_RD
    );
always@(posedge Clk,negedge Reset)
begin
	if(Reset == 0)
	begin
	ID_EX_Reg_Write <= 0;
	ID_EX_ALU_OP <= 0;
	ID_EX_Data1 <= 0;
	ID_EX_Data2 <= 0;
	ID_EX_RD <= 0;
	end
	else
	begin
	ID_EX_Reg_Write <= Reg_Write;
	ID_EX_ALU_OP <= ALU_OP;
	ID_EX_Data1 <= Data1;
	ID_EX_Data2 <= Data2;
	ID_EX_RD <= RD;
	end
end
endmodule

===== ./run.sh =====
#!/bin/bash
# OpenROAD 26Q1-2900-gdf79404cd8, Yosys 0.63+post, stock flow scripts
make -C /OpenROAD-flow-scripts/flow DESIGN_CONFIG=/design/flow/config.mk WORK_HOME=/design/flow/orfs finish

===== ./config.mk =====
export PLATFORM = sky130hd
export DESIGN_NAME = ID_EX_Reg
export DESIGN_NICKNAME = ID_EX_Reg
export VERILOG_FILES = /design/flow/design.v
export SDC_FILE = /design/flow/constraint.sdc
export NUM_CORES = 4
export LEC_CHECK = 1
export CORE_AREA = 10 10 83 83
export DIE_AREA = 0 0 93 93

===== ./constraint.sdc =====
current_design ID_EX_Reg

set clk_period 1.0
set clk_io_pct 0.2

create_clock -name clk0 -period $clk_period [get_ports {Clk}]

set non_clock_inputs [all_inputs -no_clocks]
set_input_delay [expr $clk_period * $clk_io_pct] -clock clk0 $non_clock_inputs
set_output_delay [expr $clk_period * $clk_io_pct] -clock clk0 [all_outputs]

==> results_slide.txt <==
Key Metrics from the Run

Run status
  – Outcome: completed

Route
  – Final ANT Viol Nets: 0
  – Drt total wl: 1.61 mm
  – Antenna fix cells: 0
  – 1st-pass router iterations: 2
  – Vias/cell: 2.43
  – Vias: 338
  – DR iter-0 viols: 8
  – DR WL/cell: 11.6 µm
  – DRC Markers: 0

Logic synthesis
  – Seq share, synth: 100%
  – Post-Syn Area: 526 µm²
  – Distinct cells, synth: 1
  – Yosys stat chip area: 526 µm²
  – Max-area cell share: 100%
  – Syn Inst Count: 21
  – Cell type with the largest total area: dfrtp_1
  – Yosys xor share: 0%
  – Top cells by area: dfrtp_1 100%
  – Top post-synthesis cells by count: 21 x dfrtp_1
  – Synthesized registers: 21
  – Number of enable flip-flop cells: 0
  – And+or+nand+nor area frac: 0%
  – # Cells Yosys: 21
  – Mux cell area share: 0%
  – Mapped Avg Cell Area: 25.0 µm²
  – Adder Area Share: 0%
  – Aoi share: 0%
  – Ys Warns: 1
  – Async SR Flop Fraction: 100%
  – Most used flip-flop cell: dfrtp_1
  – Most frequent cell after synthesis: dfrtp_1

Power
  – Logic pwr share: 9.4%
  – Internal power: 1280 µW
  – Sw frac: 18.2%
  – Clk pwr share: 33.2%
  – Leakage Power: 0.000447 µW
  – Sequential power share: 57.4%
  – Switching power total: 286 µW
  – Total power: 1570 µW
  – Cell Pwr Density: 1560 nW/µm²
  – Worst vdd rail ir drop: 0.393 mV

Finish
  – Area growth from synthesis to layout: 91.0%
  – Share of cells above drive strength 1: 36.2%
  – MI comb cells: 0
  – Logic area: 0 µm²
  – Utilization after layout: 19.5%
  – Filler cells: 572

Critical path
  – CP max FO: 1
  – Setup CP Type: flop to output port
  – Arrival time worst endpoint: 0.73 ns
  – Worst setup EP type: output port
  – WP buf/inv: 1
  – Cells along the critical path: buf_2
  – Critical path's top delay family: flip-flops
  – Crit path required time: 0.80 ns
  – CP max stage delay: 0.36 ns
  – Critical Path Start Type: flop
  – CP max stage cell: dfrtp_1

Global routing
  – Vias in the first global route: 408
  – Largest net degree at the start of global routing: 22
  – GR Util met1: 3.58%
  – Global-route wire length before repair: 2.53 mm
  – Met3 GRT Util: 1.78%
  – Most Used Layer, Global Route: met2
  – GR Util met2: 7.36%
  – Total grt overflow: 0
  – Initial antenna violation count: 0
  – GRT Resource Usage Total: 3.81%

Flow run
  – Tool warning count: 26
  – Max-cap viol count: 0

STA
  – Slew Viols, Final: 0
  – Tcrit/Tclk final: 92.6%
  – Max Fclk: 1080 MHz
  – Final Hold Fails: 0
  – RSZ-0062 raised after global routing: false
  – Slew @ Worst Pin: 0.113 ns
  – Worst slew margin: 92.4%
  – Final setup vio count: 0
  – Tmin final: 0.926 ns

CTS
  – CTS max path bufs: 2
  – CTS resizes: 58
  – H-tree levels: 1
  – Clock Sinks: 21
  – Post-CTS Setup Bufs: 0
  – Clock Pin Slew Worst Setup and Hold Paths: 0.07 ns
  – Num CTS Buffers: 3
  – Hold buffers post-CTS: 0
  – CTS tree: done
  – Clk Tree Root Cell: clkbuf_8

Floorplan
  – Width of the die: 93 µm
  – Die Ht: 93 µm
  – Die Size: 8650 µm²
  – Total core area: 5140 µm²
  – Site Rows: 26
  – Core Util at FP: 10.2%
  – Io pins: 44

Placed design
  – Routability cong.: 0.702
  – IO buf count: 43

Worst hold path
  – Type of the worst min-delay path: primary input to asynchronous set/reset pin
[cells by family after synthesis]
kind of cell  count (synthesis)
flops                        21
[power by group through the flow]
| stage | clock (µW) | combinational, µW | sequential (µW) |
|---|---|---|---|
| 6_report | 521 | 148 | 900 |
| 5_1_grt | 583 | 163 | 904 |
| 4_1_cts | 543 | 163 | 901 |
[registers in the layout, indices dropped and copies added (netlist names)]
name             flops
ID_EX_ALU_OP         1
ID_EX_Data1          8
ID_EX_Data2          8
ID_EX_RD             3
ID_EX_Reg_Write      1
[routing by layer]
metal  wire, µm  vias to the layer above
met5          0                        -
met4          0                        0
met3        143                        0
met2        988                       12
met1        477                      167
li1           -                      159
[worst paths after layout]
kind / start / cells after the start / slack, ns / endpoint
min in group clk0: Data1[0] / 1 / 0.38 / ID_EX_Data1[0]
max in group asynchronous: Reset / 2 / 0.58 / ID_EX_ALU_OP
worst min-delay path: Reset / 2 / 0.29 / ID_EX_Data1[7]
worst max-delay path: ID_EX_Data2[6] / 1 / 0.07 / ID_EX_Data2[6]
[area by class of cell]
type	instances	area (µm²)	share of cell area, %
Sequential cell	21	526	52.4
Tap cell	70	87.6	8.73
Timing Repair Buffer	44	345	34.4
Clock buffer	4	45.0	4.49
[cells in the final DEF (no fill, tap or decap)]
master	n
buf_12	1
buf_2	14
clkbuf_1	1
clkbuf_2	7
clkbuf_8	3
clkdlybuf4s50_1	22
dfrtp_1	21
[per-stage QoR]
step                TNS (ns)  std cells  area [µm²]  setup WS [ns]  hold WS, ns
finish                     0        139        1000         0.0737        0.287
global route               0        139        1000         0.0292        0.304
CTS                  -0.0183        139        1040        -0.0183        0.288
detailed placement         0        135        1060        0.00571        0.559
global placement           0        135        1060        0.00822        0.553
floorplan                  0         21         526          0.488      -0.0956
Power is estimated from default activity; no workload was simulated.
